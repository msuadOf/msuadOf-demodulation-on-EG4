<file path="/design/flow/constraint.sdc">
current_design msi001_spi

set clk_period 1.0
set clk_io_pct 0.2

create_clock -name clk0 -period $clk_period [get_ports {clk}]

set non_clock_inputs [all_inputs -no_clocks]
set_input_delay [expr $clk_period * $clk_io_pct] -clock clk0 $non_clock_inputs
set_output_delay [expr $clk_period * $clk_io_pct] -clock clk0 [all_outputs]
</file>
<file path="/design/flow/design.v">
module division_4 (
    input clk,
    output reg clk_out
);
    reg[1:0] clk_state;
  always @(posedge clk) 
  begin
      if(clk_state == 2'b11)
          clk_state <= 2'b00;
      else
          clk_state <= clk_state + 1;
  end
  always @(posedge clk) 
  begin
      case (clk_state)
          0: clk_out <= 1'b0;
          1: clk_out <= 1'b0;
          2: clk_out <= 1'b1;
          3: clk_out <= 1'b1;
      endcase
  end
endmodule  
module msi001_spi (
    input clk,
    input reset,    
	input _reset, 
    input [23:0] spi_msi001_data_in,
    output reg spi_msi001_data_out,
    output reg spi_msi001_clk_out,
    output reg spi_msi001_en_out,     
	output reg complete,   
	output wire debug
);
wire clk_div_4; 
division_4 div_4(
    .clk(clk), 
    .clk_out(clk_div_4)
);
reg [5:0] count;
assign debug=complete;
always @(posedge clk_div_4)
begin
    if(reset)
        begin
            count<=6'b0;
            spi_msi001_data_out<=1'b0;
            spi_msi001_clk_out<=1'b0;
            spi_msi001_en_out<=1'b1;            
			complete<=1'b0;     
        end   
    else
		if(_reset)       
		  begin
            count<=6'b0;
            spi_msi001_data_out<=1'b0;
            spi_msi001_clk_out<=1'b0;
            spi_msi001_en_out<=1'b1;            
			complete<=1'b0;     
        end   
		else   
       		 case(count)
            0,1:
                begin
                    spi_msi001_data_out<=1'b0 ;
                    spi_msi001_en_out<= 1'b1;
                    spi_msi001_clk_out<= 1'b0;
                    count <= count + 6'b1;           
					complete<=1'b0;     
                end
            2 ,4 ,6 ,8 ,10,12,14,16,18,20,
            22,24,26,28,30,32,34,36,38,40,
            42,44,46,48: 
                begin
                    spi_msi001_data_out<= spi_msi001_data_in[23- (count/2-1) ];
                    spi_msi001_en_out<= 1'b0;
                    spi_msi001_clk_out<= 1'b0;
                    count <= count +6'b1;           
					complete<=1'b0;     
                end
            3 ,5 ,7 ,9 ,11,13,15,17,19,21,
            23,25,27,29,31,33,35,37,39,41,
            43,45,47,49: 
                begin
                    spi_msi001_data_out<= spi_msi001_data_in[23- (count/2-1) ];
                    spi_msi001_en_out<= 1'b0;
                    spi_msi001_clk_out<= 1'b1;
                    count <= count + 6'b1;           
					complete<=1'b0;     
                end
            50:
                begin
                    spi_msi001_data_out<= spi_msi001_data_in[0];
                    spi_msi001_en_out<= 1'b0;
                    spi_msi001_clk_out<= 1'b0;
                    count <= count + 6'b1;                               
					complete<=1'b0;     
                end
            51,52,53: 
            begin
                    spi_msi001_data_out<= spi_msi001_data_in[0];
                    spi_msi001_en_out<= 1'b1;
                    spi_msi001_clk_out<= 1'b0;
                    count <= count + 6'b1;           
					complete<=1'b0;     
            end
            54:
            begin
                spi_msi001_data_out<= spi_msi001_data_in[0];
                    spi_msi001_en_out<= 1'b1;
                    spi_msi001_clk_out<= 1'b0;                     
					complete<=1'b1;                   
					count <= count + 6'b1;                  
            end    
			55:
            begin
                spi_msi001_data_out<= spi_msi001_data_in[0];
                    spi_msi001_en_out<= 1'b1;
                    spi_msi001_clk_out<= 1'b0;
					complete=1'b0;                   
					count=count;                    
            end                
			default:              
begin               
					spi_msi001_data_out<= spi_msi001_data_in[0];
                    spi_msi001_en_out<= 1'b1;
                    spi_msi001_clk_out<= 1'b0;       
					count<=6'b0;                       
           			complete<=1'b0;                      
end
        endcase
end
endmodule  
</file>
<file path="/design/flow/config.mk">
export PLATFORM = sky130hd
export DESIGN_NAME = msi001_spi
export DESIGN_NICKNAME = msi001_spi
export VERILOG_FILES = /design/flow/design.v
export SDC_FILE = /design/flow/constraint.sdc
export NUM_CORES = 4
export LEC_CHECK = 1
export CORE_AREA = 10 10 82 82
export DIE_AREA = 0 0 92 92
</file>
<file path="/design/flow/run.sh">
#!/bin/bash
# OpenROAD 26Q1-2900-gdf79404cd8, Yosys 0.63+post, stock flow scripts
make -C /OpenROAD-flow-scripts/flow DESIGN_CONFIG=/design/flow/config.mk WORK_HOME=/design/flow/orfs finish
</file>
==> impl_metrics.py <==
# Flow results
metrics = {
    "global_route": {
        "grt_usage_pct": 6.533,
        "first_global_vias": 1014,
        "antenna_found_initial": 0,
        "grt_start_max_net_pins": 20,
        "grt_overflow": 0,
        "grt_first_pass_wirelength_um": 4816,
    },
    "place": {
        "port_buffers": 31,
        "place_congestion": 0.8018,
        "hpwl_um": 2231,
    },
    "cts": {
        "postCtsSetupBuffers": 0,
        "clock-root-buffer": "clkbuf_8",
        "path_clk_slew_ns": 0.03,
        "cts_buffers": 3,
        "htreeDepth": 1,
        "clk_path_buf_depth": 2,
        "clk_latency_ns": 0.21,
        "cts_tree": "built",
    },
    "layout": {
        "area_delta_synth_final_pct": 33.84,
        "final_common_cell": "clkdlybuf4s50_1",
        "layout_top_cells": "clkdlybuf4s50_1 (31), dfxtp_1 (12), nor2_1 (10), nand2_1 (10), a21oi_1 (10)",
        "utilization_pct": 30.23,
        "post_route_cells_drive_above_1_share_pct": 8.280,
    },
    "critical_path": {
        "required_ns": 1.09,
        "path_max_fanout": 3,
        "cp-end-kind": "flip-flop",
        "timing.rr.start": "div_4.clk_state[0]",
        "rrSetupSlack_ns": 0.05,
        "r2r-end": "div_4.clk_out",
        "setup.worst_path.end": "div_4.clk_out",
        "startpoint_type": "flip-flop",
        "slowest_stage": "dfxtp_2",
        "cpPeakStageDelay_ns": 0.33,
        "reg2reg_depth": 3,
        "arrival_ns": 1.05,
        "crit_type": "reg -> reg",
        "path_cells": "inv_1 -> ha_1 -> or2_2",
        "startpoint": "div_4.clk_state[0]",
    },
    "floorplan": {
        "design.core.area_sq_um": 5075,
        "rows": 26,
        "fp_util_pct": 22.58,
        "die_w_um": 92,
        "ioPinCount": 32,
        "die_h_um": 92,
        "chipArea_sq_um": 8464,
    },
    "sta": {
        "period_used_pct": 95.30,
        "timing.slew.headroom_pct": 54.03,
        "fin_crit_ns": 0.9530,
        "drv_slew": 0,
        "max_freq_mhz": 1049,
        "untimed_endpoints": 15,
        "unclocked_pins": 10,
        "tns_ns": 0,
        "skew_ns": 0.0006039,
        "report.final.hold_viol_count": 0,
        "worst_slew_pin_slew_ns": 0.6887,
        "setup_violations": 0,
        "timing.hold.ws_ns": 0.4121,
        "grt_setup_unrepaired": "no",
    },
    "synthesis": {
        "synth_seq_share_pct": 22.71,
        "netlist_logic_family_top": "AND-OR/OR-AND gates",
        "synth-async-reset-ratio_pct": 0,
        "avgSynthCellArea_sq_um": 8.683,
        "ys.warnings.count": 2,
        "ys_sh_aoi_pct": 19.32,
        "synth-edff-count": 0,
        "simple_gate_share_pct": 17.14,
        "netlist_instances": 132,
        "xor_area_share_pct": 6.769,
        "yosysCellCount": 132,
        "ys.flop_type": "dfxtp_1",
        "syn_area_sq_um": 1146,
        "ys_sh_mux_pct": 16.70,
        "yosysUniqueCellTypes": 44,
        "ys_seq_elements": 13,
        "ys_chip_area_sq_um": 1146,
        "fa_ha_area_share_pct": 9.825,
    },
    "power": {
        "p_leak_uw": 0.0005683,
        "power.density_nw_per_um2": 388.7,
        "ir_drop_v": 0.001116,
    },
    "drt": {
        "drt_iter0_drc": 35,
        "vias": 1036,
        "drc": 0,
        "ant_nets": 0,
        "num_antenna_cells": 0,
        "avgRoutedWirePerCell_um": 12.05,
        "vias_per_cell": 4.564,
        "firstDrtPassIters": 4,
        "drt_wl_total_um": 2735,
    },
    "outcome": {
        "status": "completed",
    },
    "run": {
        "cap_violations": 0,
        "log.warning_count": 30,
    },
    "min_path": {
        "hp-class": "reg -> reg",
    },
}
==> through the flow <==
| stage | worst slack, ns | power [uW] | std cells | instance area (sq um) |
|---|---|---|---|---|
| floorplan | 0.06573 | 154.7 | 132 | 1146 |
| global placement | 0.05465 | 257.7 | 223 | 1488 |
| detailed placement | 0.03043 | 257.7 | 223 | 1488 |
| CTS | 0.02591 | 602.1 | 227 | 1533 |
| global route | 0.003668 | 636.0 | 227 | 1534 |
| finish | 0.04699 | 596.3 | 227 | 1534 |
==> worst max-delay path: cells and delay by family, from the launching register on <==
kind | cells | cell delay, ns
adders and majority gates | 1 | 0.18
DFF | 1 | 0.33
buffers and inverters | 1 | 0.05
and+or+nand+nor | 1 | 0.28
==> Yosys cell counts, drive strengths merged, types with 2 or more instances <==
master   n  share of area [%]
inv      8                2.6
xor2     3                2.9
xnor2    5                3.8
clkbuf   3               0.98
nor3     6                2.6
mux4     6                 13
a21oi   10                4.4
nand2   10                3.3
nor4     2                1.1
o21ai    9                3.9
nand3    3                1.3
buf      7                3.9
dfxtp   13                 23
or2      3                1.6
mux2i    3                2.6
nor2    10                3.3
or3      2                1.1
and3     2                1.1
ha       9                9.8
o211ai   3                2.4
==> what timing repair did <==
action,in CTS,in global routing
hold buffers,0,0
setup endpoints to repair,0,1
resized,0,1
==> report_power, final <==
part           switching (uW)  internal (uW)
logic                    24.4            109
registers                   0            121
clock network            70.6            271
total                    95.0            501
==> final cells by class <==
type                            count  area, sq um
Multi-Input combinational cell    101        799.5
Sequential cell                    13        261.5
Inverter                            8        30.03
Fill cell                         559         3541
Tap cell                           70        87.58
Timing Repair Buffer               31        310.3
Clock buffer                        4        45.04
==> per-layer routing <==
metal  vias up  GRT usage [%]  part of all wire (%)
met3         0          1.071                   3.8
met2        20          11.59                    52
met4         0         0.1285                     0
li1        537              -                     -
met5         -              0                     0
met1       479          8.621                    44
==> cell families after synthesis <==
kind of cell               after synthesis
AOI/OAI and AO/OA                       33
muxes                                   10
xor gates and xnor gates                 8
and+or+nand+nor                         41
adders and majority gates                9
buffers and inverters                   18
DFF                                     13
==> worst min path at each step <==
| stage | start | to | slack, ns | cells after the start |
|---|---|---|---|---|
| 4_1_cts | div_4.clk_state[0] | div_4.clk_state[0] | 0.45 | 1 |
| 5_1_grt | div_4.clk_state[0] | div_4.clk_state[0] | 0.44 | 1 |
| 6_report | div_4.clk_state[0] | div_4.clk_state[0] | 0.41 | 1 |
==> sequential cells by signal, summed over array words and instances, names as in the netlist <==
name,flops
count,6
div_4.clk_state,2
complete,1
div_4.clk_out,1
spi_msi001_clk_out,1
spi_msi001_data_out,1
spi_msi001_en_out,1
No activity file was given, so power comes from the tool's default toggle rates.
